==> design/flow/design.v <==
module Counter #(
    parameter   DWIDTH = 7         
)(
    input                   clk,
    input                   rst_n,
    input                   en,
    output  [DWIDTH-1:0]    cnt_o
);
    reg [DWIDTH-1:0] cnt;
    always @(posedge clk, negedge rst_n) begin
        if (!rst_n) begin
            cnt <= {(DWIDTH){1'b0}};        
        end else if (en) begin
            cnt <= cnt + 'd1;
        end
    end
    assign cnt_o = cnt;
endmodule
module Counter_Controller #(
    parameter   DWIDTH = 7
)(
    input                   clk,
    input                   rst_n,
    input                   start_i,
    input   [DWIDTH-1:0]    cnt_val_i,
    input   [DWIDTH-1:0]    cnt_i,
    output                  run_o,
    output                  done_o
);
    localparam  S_IDLE = 2'b00,
                S_RUN  = 2'b01,
                S_DONE = 2'b10;
    reg     [1:0]           state, state_n;
    reg     [DWIDTH-1:0]    cnt_val, cnt_val_n;
    reg                     run,
                            done;
    always @(posedge clk, negedge rst_n) begin
        if (!rst_n) begin
            state   <= S_IDLE;
            cnt_val <= {(DWIDTH){1'b0}};
        end else begin
            state   <= state_n;
            cnt_val <= cnt_val_n;
        end
    end
    always @(*) begin
        state_n     = state;
        cnt_val_n   = cnt_val;
        run         = 1'b0;
        done        = 1'b0;
        case (state)
            S_IDLE: begin
                if (start_i) begin
                    state_n     = S_RUN;
                    cnt_val_n   = cnt_val_i;
                end
            end
            S_RUN: begin
                run             = 1'b1;
                if (cnt_val-1 == cnt_i) begin
                    state_n     = S_DONE;
                end
            end
            S_DONE: begin
                done            = 1'b1;
                state_n         = S_IDLE;
            end
        endcase
    end
    assign run_o    = run;
    assign done_o   = done;
endmodule  
module Counter_top #(
    parameter   DWIDTH = 7
)(
    input                   clk,
    input                   rst_n,
    input                   start_i,
    input   [DWIDTH-1:0]    cnt_val_i,
    output  [DWIDTH-1:0]    cnt_o,
    output                  done_o
);
    wire [DWIDTH-1:0]   cnt_w;
    wire                en_w;
    Counter #(
        .DWIDTH     ( DWIDTH )
    )u_Counter(
        .clk        ( clk   ),
        .rst_n      ( rst_n ),
        .en         ( en_w  ),
        .cnt_o      ( cnt_w )
    );
    Counter_Controller #(
        .DWIDTH     ( DWIDTH )
    )u_Counter_Controller(
        .clk        ( clk       ),
        .rst_n      ( rst_n     ),
        .start_i    ( start_i   ),
        .cnt_val_i  ( cnt_val_i ),
        .cnt_i      ( cnt_w     ),
        .run_o      ( en_w      ),
        .done_o     ( done_o    )
    );
    assign cnt_o = cnt_w;
endmodule
==> design/flow/run.sh <==
#!/bin/bash
# OpenROAD 26Q1-2900-gdf79404cd8, Yosys 0.63+post, stock flow scripts
make -C /OpenROAD-flow-scripts/flow DESIGN_CONFIG=/design/flow/config.mk WORK_HOME=/design/flow/orfs finish
==> design/flow/config.mk <==
export PLATFORM = sky130hd
export DESIGN_NAME = Counter_top
export DESIGN_NICKNAME = Counter_top
export VERILOG_FILES = /design/flow/design.v
export SDC_FILE = /design/flow/constraint.sdc
export NUM_CORES = 4
export LEC_CHECK = 1
export CORE_AREA = 10 10 88 88
export DIE_AREA = 0 0 98 98
==> design/flow/constraint.sdc <==
current_design Counter_top

set clk_period 2.6
set clk_io_pct 0.2

create_clock -name clk0 -period $clk_period [get_ports {clk}]

set non_clock_inputs [all_inputs -no_clocks]
set_input_delay [expr $clk_period * $clk_io_pct] -clock clk0 $non_clock_inputs
set_output_delay [expr $clk_period * $clk_io_pct] -clock clk0 [all_outputs]
==> summary.txt <==
Clock Latency Late Sink - 250 ps
clk slew on worst S/H paths - 70 ps
Root Buffer - clkbuf_8
yosys cell count - 73
Tool Warnings - 25
die footprint - 9600 sq um
H-tree depth - 1
Finished Cell Area - 1170 sq um
layout cell share with drive strength beyond 1 - 15.1%
Critical Path AT - 2070 ps
Critical Path Fanout Max - 4
peak supply drop - 0.386 mV
Clock Skew - 10.1 ps
critical path data required time - 2710 ps
initial antenna violation count - 0
Yosys warning count - 2
Post-DP HPWL - 1450 um
#FFs+latches synth - 17
detailed-route via count - 605
WL/cell - 11.0 um
largest net degree at the start of global routing - 18
Fin. Hold Viols - 0
WL final - 1850 um
combinational share of power - 3.9%
crit path time final - 1960 ps
worst hold path class - reg -> reg
wire length of the first global-routing pass - 3130 um
post-synthesis cell area - 861 sq um
Post-CTS Setup Repair Bufs - 0
Core Area - 5920 sq um
final setup fails - 0
switching part of the total - 20.5%
Seq/Total Area, Yosys - 49.6%
Pre-Place Util - 14.5%
global-route usage over all layers - 3.89%
RePlAce Congestion - 0.773
async set-or-reset flop fraction in the synthesized netlist - 100%
Worst Max-Slew Pin Slew - 770 ps
Max clock buf depth - 2
Setup crit start kind - register
diode count - 0
Buffers on Ports - 17
Main synth FF type - dfrtp_1
Pint - 0.384 mW
CTS tree - built
Placed Area - 1120 sq um
Filler Cell Count - 632
CTS buffer count - 3
# IOs - 18
top cells by area - dfrtp_1, mux2_2, xor2_1
top cells by count - dfrtp_1, mux2_2, xor2_1
unrepaired setup endpoints after global routing - no
Via density - 3.60
flip-flops with a built-in enable - 0
Post-CTS Resized - 0
Max Fclk - 0.510 GHz
post-synth top area share - 46.5%
DRT iter0 DRCs - 28
Yosys chip area - 861 sq um
largest area contributor in the netlist - dfrtp_1
# Max-Cap Violations - 0
crit share post-route - 75.4%
cts hold-fix bufs - 0
Rel. slew slack - 48.5%
status - complete, no violations
vias in the first global route - 660
Remaining Overflow, GRT - 0
TNS Setup - 0 ps
Avg Inst Size Synth - 11.8 sq um
Slew Limit Fails - 0
post-synth cell types - 24
Reg power frac - 54.7%
area grow syn2layout - 35.9%
Site Rows - 28
Comb area - 412 sq um
Flop area - 427 sq um
CTS sink count - 17
CP Capture Type - register
Clk pwr share - 41.3%
first-pass iteration count of the detailed router - 2
Crit Path Class - reg -> reg
Die W - 98 um
die height - 98 um
Leakage - 0.527 nW
Mapped Cells - 73
NetSw - 0.0991 mW
Synth top cell by count - dfrtp_1
DRC - 0
Routed Antenna Nets - 0
PwrDens - 413 nW/um^2
## final timing paths
check / startpoint / endpoint / cells after the start / slack, ps
min in group asynchronous: rst_n / u_Counter_Controller.cnt_val[5]$_DFFE_PN0P_ / 1 / 710
hold / removal: u_Counter_Controller.state[1]$_DFF_PN0_ / u_Counter_Controller.state[0]$_DFF_PN1_ / 1 / 470
setup reg to reg: u_Counter_Controller.cnt_val[0]$_DFFE_PN0P_ / u_Counter_Controller.state[2]$_DFF_PN0_ / 7 / 640
hold reg to reg: u_Counter_Controller.state[1]$_DFF_PN0_ / u_Counter_Controller.state[0]$_DFF_PN1_ / 1 / 470
max in group asynchronous: rst_n / u_Counter.cnt[2]$_DFFE_PN0P_ / 1 / 1400
setup / recovery: u_Counter_Controller.cnt_val[0]$_DFFE_PN0P_ / u_Counter_Controller.state[2]$_DFF_PN0_ / 7 / 640
## worst max-delay path, stage by stage, from the launching register on
cell      delay (ps)
dfrtp_1          410
inv_1             70
ha_1             170
nor3b_4          260
mux2i_1          100
or3b_1           380
a311oi_1         320
o21ai_0          110
## flip-flops by register name, summed over array words and instances (netlist names)
name,flops
u_Counter_Controller.state,3
u_Counter.cnt,7
u_Counter_Controller.cnt_val,7
## cell usage in the layout, fill, tap and decap left out, drive strengths merged
cell type      instances
nand3                  1
and2                   1
clkinvlp               1
nor2                   2
ha                     2
o21ai                  2
a311oi                 1
inv                    5
nor3                   1
dfstp                  1
xor2                   8
or3                    2
nor3b                  2
nor2b                  1
nand3b                 1
nand2                  4
clkbuf                 3
or3b                   1
mux2i                  2
clkdlybuf4s50         17
xnor2                  7
nand4                  3
a21o                   1
dfrtp                 16
mux2                   8
## final cells by class
class | instances | area share (%)
tap | 75 | 8.02
sequential | 17 | 36.5
clock inverter | 1 | 0.642
inverter | 5 | 1.60
multi-input combinational | 50 | 35.2
timing repair buffer | 17 | 14.5
clock buffer | 3 | 3.53
## metrics by stage
step                cells  util, %  setup WS (ps)  hold WS, ps  power (mW)
floorplan              73        -            807          224       0.270
global placement      164     18.9            740          442       0.289
detailed placement    164     18.9            660          458       0.290
CTS                   168     19.8            625          472       0.492
global route          168     19.8            459          499       0.502
finish                168     19.8            640          465       0.483
## power groups by stage
| stage | registers (mW) | clock network (mW) | logic [mW] |
|---|---|---|---|
| final | 0.264 | 0.200 | 0.0191 |
| after global routing | 0.264 | 0.216 | 0.0215 |
| after CTS | 0.264 | 0.208 | 0.0201 |
## metal layers
layer / up-vias / global-route usage, % / part of all wire, %
li1: 293 / - / -
met1: 299 / 4.43 / 43
met4: 0 / 0.224 / 0.43
met2: 11 / 7.01 / 50
met5: - / 0 / 0
met3: 2 / 1.49 / 6.5
## kinds of logic (layout without fill, tap and decap cells)
| logic type | count (synthesis) | after routing | share of synthesized area, % |
|---|---|---|---|
| AND/OR/NAND/NOR | 19 | 19 | 13.8 |
| XOR/XNOR | 15 | 15 | 15.3 |
| adder cells (fa/ha/maj) | 2 | 2 | 2.91 |
| AND-OR/OR-AND | 4 | 4 | 3.05 |
| flip-flops | 17 | 17 | 49.6 |
| multiplexers | 10 | 10 | 12.8 |
| buffers and inverters | 6 | 26 | 2.62 |
Power is estimated from default activity; no workload was simulated.
