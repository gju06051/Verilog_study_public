==> design/flow/design.v <==
module FIFO #(
    parameter DATA_WIDTH = 8,
    parameter FIFO_DEPTH = 8     
    )(
    input                       clk,
    input                       rst_n,
    input                       wren_i,
    input                       rden_i,
    input   [DATA_WIDTH-1:0]    wdata_i,
    output  [DATA_WIDTH-1:0]    rdata_o,
    output                      full_o,
    output                      empty_o
    );
    localparam FIFO_DEPTH_LG2 = $clog2(FIFO_DEPTH);
    reg [FIFO_DEPTH_LG2:0] wrptr;
    reg [FIFO_DEPTH_LG2:0] rdptr;
    always @(posedge clk, negedge rst_n) begin
        if (!rst_n) begin
            wrptr <= {(FIFO_DEPTH_LG2+1){1'b0}};
        end else if (wren_i) begin
            wrptr <= wrptr + 'd1;
        end
    end
    always @(posedge clk, negedge rst_n) begin
        if (!rst_n) begin
            rdptr <= {(FIFO_DEPTH_LG2+1){1'b0}};
        end else if (rden_i) begin
            rdptr <= rdptr + 'd1;
        end
    end
    reg [DATA_WIDTH-1:0] mem [0:FIFO_DEPTH-1];
    always @(posedge clk) begin
        if (wren_i) begin
            mem[wrptr[FIFO_DEPTH_LG2-1:0]] <= wdata_i;
        end
    end
    assign rdata_o = mem[rdptr[FIFO_DEPTH_LG2-1:0]];
    assign empty_o  =   (wrptr==rdptr);
    assign full_o   =   (wrptr[FIFO_DEPTH_LG2-1:0]==rdptr[FIFO_DEPTH_LG2-1:0]) & 
                        (wrptr[FIFO_DEPTH_LG2] != rdptr[FIFO_DEPTH_LG2]);
endmodule
==> design/flow/run.sh <==
#!/bin/bash
# OpenROAD 26Q1-2900-gdf79404cd8, Yosys 0.63+post, stock flow scripts
make -C /OpenROAD-flow-scripts/flow DESIGN_CONFIG=/design/flow/config.mk WORK_HOME=/design/flow/orfs finish
==> design/flow/config.mk <==
export PLATFORM = sky130hd
export DESIGN_NAME = FIFO
export DESIGN_NICKNAME = FIFO
export VERILOG_FILES = /design/flow/design.v
export SDC_FILE = /design/flow/constraint.sdc
export NUM_CORES = 4
export LEC_CHECK = 1
export CORE_UTILIZATION = 30
==> design/flow/constraint.sdc <==
current_design FIFO

set clk_period 4.5
set clk_io_pct 0.2

create_clock -name clk0 -period $clk_period [get_ports {clk}]

set non_clock_inputs [all_inputs -no_clocks]
set_input_delay [expr $clk_period * $clk_io_pct] -clock clk0 $non_clock_inputs
set_output_delay [expr $clk_period * $clk_io_pct] -clock clk0 [all_outputs]
==> job_summary.md <==
### Flow metrics

| Metric | Value |
|---|---|
| Result of the run | complete, no violations |
| Post-Route M1 WL | 1.94 mm |
| Number of distinct library cells after synthesis | 21 |
| Core Footprint | between 9000 and 10,000 µm² |
| Sequential share of power | around 46% |
| Switching power | 563 µW |
| Share of the cycle needed by the critical path after routing | 73.8% |
| Maximum single-stage delay on the critical path | 0.63 ns |
| OpenROAD warning count | 25 |
| Clock network fraction of total power | a little under a quarter |
| Ys flops | 72 |
| CTS tree | built |
| DRT Wirelength | roughly 4.7 mm |
| Diodes inserted | 0 |
| Required time of the critical path | 3.60 ns |
| Core Density at Floorplan | between 30% and 40% |
| Layout filler cell count | 823 |
| Max Fanout on Critical Path | 16 |
| Area leader share | 65.9% |
| Achievable frequency | 301 MHz |
| Largest clock skew in the final design | 0.00557 ns |
| Slowest stage cell, crit path | mux4_1 |
| Fraction of final layout cells sized beyond drive strength 1 | between 20 and 25% |
| Sw Ratio | between 20% and 30% |
| CTS buffer count | 9 |
| Post CTS Setup Buffer Count | 0 |
| Worst path arrival time | 2.42 ns |
| Count of final hold-check violations | 0 |
| Gate count of the mapped netlist | 136 |
| Max Buffers Root-to-Sink | 2 |
| Hold Path Stages | 1 |
| Minimum clock period after layout | 3.32 ns |
| Uppermost routed layer | met4 |
| Vias/cell | 4.38 |
| Violation tally from detailed-route iteration zero | roughly 60 |
| Global route total overflow | 0 |
| Total global-route track usage | a little over a tenth |
| Die Size | a little over 10,000 µm² |
| Total number of vias | approximately 1,300 |
| Final routed DRC violation total | 0 |
| DR pass1 iterations | 4 |
| Routed wire length on met3 | approximately 460 µm |
| Overall die width | 101 µm |
| Number of buffers inserted by hold repair at cts | 0 |
| Sequential area share after synthesis | 72.8% |
| Post-route ant nets | 0 |
| Clock edge transition at the registers on the reported setup and hold paths | 0.07 ns |
| Post-route setup TNS | 0 ns |
| Area growth from synthesis to layout | 19.7% |
| Internal Dissipation | ~1.5 mW |
| Number of placement rows | 35 |
| Vias in the first global route | 1,398 |
| First-pass GRT wire length | 7.32 mm |
| Part of the power in combinational logic | between 30% and 40% |
| Number of gates given a new drive strength after cts | 0 |
| Register-to-Register Path Depth | 3 |
| Total cell area reported by yosys after synthesis | 2920 µm² |
| Dominant cell type by area after synthesis | edfxtp_1 |
| Setup crit end kind | output port |
| Half-perimeter wire length after placement | 2.91 mm |
| Synthesized area | approximately 2900 µm² |
| Most numerous logic cell after layout | edfxtp_1 |
| Worst skew pair latency | 0.34 ns |
| Worst slew pin tran | 0.699 ns |
| Average footprint of a synthesized cell | approximately 21 µm² |
| Root buffer cell | clkbuf_8 |
| Synth warnings | 1 |
| Met2 WL | between 2 and 2.5 mm |
| Cell count listed in synth_stat.txt | 136 |
| Crit start category | register |
| IO Pins | 22 |
| Headroom to the max-slew limit | 53.4% |
| CTS Sinks | 72 |
| Max-slew violation total from the final report | 0 |
| Maximum vdd ir drop | 0.152 mV |
| Leakage power | approximately 1.2 nW |
| WS Path Type | register to output port |
| Die y size | 101 µm |
| Maximum capacitance violations | 0 |
| Cells traversed along the worst timing path | buf_4 -> mux4_1 -> mux2_4 -> clkdlybuf4s50_1 |
| Leading post-synthesis cells by cell area | edfxtp_1 (66%), mux4_1 (8.1%), dfrtp_1 (6.9%) |
| Count of buffers from port buffering | 21 |
| Power per cell area | between 600 and 700 nW/µm² |
| Final-report setup violation count | 0 |
| Average wire per standard cell | between 15 and 20 µm |
| Setup repair after global routing missed its margin | false |
| RePlAce Congestion | 0.751 |
| Antenna violations before repair | 0 |
| Depth of the CTS H-tree | 3 |
| Class of the worst hold path | register to register |
| Top cells excl fill/tap | edfxtp_1 (64), clkdlybuf4s50_1 (21), mux4_1 (9), clkbuf_8 (9), buf_4 (9) |
| Maximum number of pins on one net before global-route repair | 17 |
| Final hold slack | 0.499 ns |
-- cell usage after synthesis --
master	count
clkbuf_1	2
mux4_2	7
nand2b_1	3
nand4_1	2
mux2_2	3
edfxtp_1	64
mux4_1	9
nor2_1	5
xnor2_1	4
nor4b_1	1
inv_1	1
buf_2	3
dfrtp_1	8
buf_6	1
xor2_1	6
buf_12	1
nor4_1	1
nor3_1	2
nand2_1	4
ha_1	2
mux2_4	7
-- power by group through the flow --
stage,registers (mW),logic [mW],clock network (mW)
CTS,0.976,0.670,0.497
global route,0.989,0.715,0.529
finish,0.970,0.652,0.484
-- cells by family (layout without fill, tap and decap cells) --
kind of cell,after synthesis,count (layout),synth area share (%)
buf+inv,8,47,1.97
flops,72,72,72.8
mux,26,26,18.3
fa+ha+maj,2,2,0.858
xor+xnor,10,10,3.00
simple gates,18,18,3.09
-- worst max-delay path, delay by kind of cell (launching register included) --
family                 cells  cell delay (ns)
muxes                      2             0.91
DFF                        1             0.44
buffers and inverters      2             0.73
-- flip-flops by register name (all words and copies together), names as in the netlist --
name,count
rdptr,4
mem,64
wrptr,4
-- layout make-up --
type                       instances  area, µm²  share of cell area [%]
tap                              129        161                    4.63
inverter                           1       3.75                   0.108
timing repair buffer              30        278                    7.96
clock inverter                     6       60.1                    1.72
sequential                        72       2120                    60.8
clock buffer                      10        128                    3.66
multi-input combinational         56        736                    21.1
-- routing by layer --
metal | vias to the layer above | GRT usage, %
met5 | - | 0
met4 | 0 | 2.12
met3 | 11 | 5.99
met2 | 54 | 16.1
met1 | 649 | 13.5
li1 | 618 | -
-- worst paths after layout --
kind | slack, ns | endpoint | startpoint
max | 1.18 | rdata_o[1] | rdptr[0]$_DFFE_PN0P_
min | 0.50 | wrptr[3]$_DFFE_PN0P_ | wrptr[3]$_DFFE_PN0P_
max reg2reg | 2.88 | mem[0][4]$_DFFE_PP_ | wrptr[1]$_DFFE_PN0P_
min reg2reg | 0.50 | wrptr[3]$_DFFE_PN0P_ | wrptr[3]$_DFFE_PN0P_
max in group asynchronous | 3.38 | wrptr[3]$_DFFE_PN0P_ | rst_n
min in group asynchronous | 0.85 | rdptr[3]$_DFFE_PN0P_ | rst_n
-- per-stage QoR --
stage | setup slack (ns) | std cells | power, mW | instance area, µm² | util [%]
after CTS | 1.15 | 304 | 2.14 | 3490 | 37.4
after detailed placement | 1.54 | 288 | 1.66 | 3300 | 35.4
after floorplan | 2.24 | 136 | 1.40 | 2920 | -
final | 1.18 | 304 | 2.11 | 3490 | 37.4
after global routing | 1.08 | 304 | 2.23 | 3490 | 37.4
after global placement | 1.56 | 288 | 1.65 | 3300 | 35.4
Power and IR drop assume default switching activity.
